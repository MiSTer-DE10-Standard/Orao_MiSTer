==> ./design.v <==
module keyboard
(
   input             reset,
   input             clk,
   input      [10:0] ps2_key,
   input      [15:0] addr,
   output reg [7:0]  kbd_data_out
);
wire pressed    = ps2_key[9];
wire [8:0] code = ps2_key[8:0];
reg  [3:0] keyA[10:0];
reg  [1:0] keyB[10:0];
reg old_state;
reg d4, d5, d6, d7;
reg [15:0] read_addr;
always @(posedge clk)
begin
   old_state <= ps2_key[10];
   if (~addr[0])
      kbd_data_out <= {(~addr[10] ? ~keyA[10] : 4'b1111)
                     & (~addr[9]  ? ~keyA[9]  : 4'b1111)
                     & (~addr[8]  ? ~keyA[8]  : 4'b1111)
                     & (~addr[7]  ? ~keyA[7]  : 4'b1111)
                     & (~addr[6]  ? ~keyA[6]  : 4'b1111)
                     & (~addr[5]  ? ~keyA[5]  : 4'b1111)
                     & (~addr[4]  ? ~keyA[4]  : 4'b1111)
                     & (~addr[3]  ? ~keyA[3]  : 4'b1111)
                     & (~addr[2]  ? ~keyA[2]  : 4'b1111)
                     & (~addr[1]  ? ~keyA[1]  : 4'b1111)
                  , 4'b1111};
   else
      kbd_data_out <= {2'b11,
                      (~addr[10] ? ~keyB[10] : 2'b11)
                    & (~addr[9]  ? ~keyB[9]  : 2'b11)
                    & (~addr[8]  ? ~keyB[8]  : 2'b11)
                    & (~addr[7]  ? ~keyB[7]  : 2'b11)
                    & (~addr[6]  ? ~keyB[6]  : 2'b11)
                    & (~addr[5]  ? ~keyB[5]  : 2'b11)
                    & (~addr[4]  ? ~keyB[4]  : 2'b11)
                    & (~addr[3]  ? ~keyB[3]  : 2'b11)
                    & (~addr[2]  ? ~keyB[2]  : 2'b11)
                    & (~addr[1]  ? ~keyB[1]  : 2'b11)
                  , 4'b1111};
   if(old_state != ps2_key[10]) begin
      case(code[7:0])
          8'h6B,
             8'h66: keyA[1][0] <= pressed;  
          8'h75: keyA[1][1] <= pressed;  
          8'h72: keyA[1][2] <= pressed;  
          8'h74: keyA[1][3] <= pressed;  
          8'h05: keyA[2][0] <= pressed;  
          8'h06: keyA[2][1] <= pressed;  
          8'h04: keyA[2][2] <= pressed;  
          8'h0C: keyA[2][3] <= pressed;  
          8'h2D: keyA[3][0] <= pressed;  
          8'h1A: keyA[3][1] <= pressed;  
          8'h2C: keyA[3][2] <= pressed;  
          8'h36: keyA[3][3] <= pressed;  
          8'h44: keyA[4][0] <= pressed;  
          8'h43: keyA[4][1] <= pressed;  
          8'h3C: keyA[4][2] <= pressed;  
          8'h3D: keyA[4][3] <= pressed;  
          8'h24: keyA[5][0] <= pressed;  
          8'h15: keyA[5][1] <= pressed;  
          8'h1D: keyA[5][2] <= pressed;  
          8'h16: keyA[5][3] <= pressed;  
          8'h4B: keyA[6][0] <= pressed;  
          8'h3B: keyA[6][1] <= pressed;  
          8'h42: keyA[6][2] <= pressed;  
          8'h3A: keyA[6][3] <= pressed;  
          8'h23: keyA[7][0] <= pressed;  
          8'h1C: keyA[7][1] <= pressed;  
          8'h1B: keyA[7][2] <= pressed;  
          8'h35: keyA[7][3] <= pressed;  
          8'h2B: keyA[8][0] <= pressed;  
          8'h33: keyA[8][1] <= pressed;  
          8'h34: keyA[8][2] <= pressed;  
          8'h31: keyA[8][3] <= pressed;  
          8'h4C: keyA[9][0] <= pressed;  
          8'h52: keyA[9][1] <= pressed;  
          8'h5D: keyA[9][2] <= pressed;  
          8'h55: keyA[9][3] <= pressed;  
          8'h4D: keyA[10][0] <= pressed;  
          8'h5B: keyA[10][1] <= pressed;  
          8'h54: keyA[10][2] <= pressed;  
          8'h4C: keyA[10][3] <= pressed;  
          8'h5A: keyB[1][0] <= pressed;  
          8'h14: keyB[1][1] <= pressed;  
          8'h29: keyB[2][0] <= pressed;  
          8'h12,
          8'h59: keyB[2][1] <= pressed;  
          8'h2E: keyB[3][0] <= pressed;  
          8'h25: keyB[3][1] <= pressed;  
          8'h3E: keyB[4][0] <= pressed;  
          8'h46: keyB[4][1] <= pressed;  
          8'h1E: keyB[5][0] <= pressed;  
          8'h26: keyB[5][1] <= pressed;  
          8'h41: keyB[6][0] <= pressed;  
          8'h49: keyB[6][1] <= pressed;  
          8'h22: keyB[7][0] <= pressed;  
          8'h21: keyB[7][1] <= pressed;  
          8'h32: keyB[8][0] <= pressed;  
          8'h2A: keyB[8][1] <= pressed;  
          8'h4A: keyB[9][0] <= pressed;  
          8'h0E: keyB[1][1] <= pressed;  
          8'h4E: keyB[10][0] <= pressed;  
          8'h45: keyB[10][1] <= pressed;  
      endcase
   end
end
endmodule
`timescale 1ns / 1ps
module orao_io
(
   output reg [7:0] data_out,     
   input  [7:0]  data_in,
   input [15:0]  addr,
   input         we,
   input  [10:0] ps2_key,
   input         ioctl_download,
   input   [7:0] ioctl_index,
   input         ioctl_wr,
   input  [24:0] ioctl_addr,
   input   [7:0] ioctl_dout,
   output reg    ioctl_wait,
   output        video_blank,     
   input         video_sync,
   output reg    audio,       
   input         ce,
   input         clk,
   input         reset
);
wire  [7:0] kbd_data_out, tape_data_out;
reg [24:0] old_ioctl_addr;
reg [15:0] old_read_addr;
keyboard keyboard(.*,
                  .ps2_key(ps2_key)
                  );
reg old_ioctl_wr, old_ioctl_download;
reg read_counter;
reg [31:0] timeout = 0;                                               
always @(posedge clk) begin
   old_ioctl_addr <= ioctl_addr;
   old_read_addr <= addr;  
   old_ioctl_download <= ioctl_download;										 
   timeout <= timeout + 1'b1;
   if(~old_ioctl_download && ioctl_download)									 
       timeout <= 32'b0;
   if (old_ioctl_addr != ioctl_addr) begin								    
      ioctl_wait <= 1'b1;
      tape_data_out <= ioctl_dout > 8'h7f ? 8'hff : 8'h0;				 
   end
   else if(old_read_addr != addr && addr == 16'h87ff) begin				 
      read_counter <= ~read_counter; 
      if (~read_counter)															 
			ioctl_wait <= 1'b0;
      timeout <= 32'b0;    
   end
   else if (addr == 16'h87ff)														 
      data_out <= tape_data_out;
   else if (addr[15:11] == 5'b10000)											 
      data_out <= kbd_data_out;     
   else
      data_out <= 8'hff;   														 
	if (ce && addr[15:11] == 5'b10001)
		audio <= ~audio;																 
   if(timeout > 32'd75000000) 						  							 
		ioctl_wait <= 0;																 
end																						
assign video_blank = 1'b0;
endmodule  
==> ./run.sh <==
#!/bin/bash
# OpenROAD 26Q1-2900-gdf79404cd8, Yosys 0.63+post, stock flow scripts
make -C /OpenROAD-flow-scripts/flow DESIGN_CONFIG=/design/flow/config.mk WORK_HOME=/design/flow/orfs finish
==> ./config.mk <==
export PLATFORM = sky130hd
export DESIGN_NAME = orao_io
export DESIGN_NICKNAME = orao_io
export VERILOG_FILES = /design/flow/design.v
export SDC_FILE = /design/flow/constraint.sdc
export NUM_CORES = 4
export LEC_CHECK = 1
export CORE_UTILIZATION = 40
==> ./constraint.sdc <==
current_design orao_io

set clk_period 4.2
set clk_io_pct 0.2

create_clock -name clk0 -period $clk_period [get_ports {clk}]

set non_clock_inputs [all_inputs -no_clocks]
set_input_delay [expr $clk_period * $clk_io_pct] -clock clk0 $non_clock_inputs
set_output_delay [expr $clk_period * $clk_io_pct] -clock clk0 [all_outputs]
==> results.py <==
# Auto-generated metrics
metrics = {
    "place": {
        "place_hpwl_um": 8430,
        "gp_congestion": 0.919,
        "post-place-ws_ns": 0.883,
        "portBuffers": 64,
    },
    "detailed_routing": {
        "via_per_inst": 5.14,
        "post_drt_wl_per_cell_um": 15.3,
        "ant_nets": 0,
        "vias": 4105,
        "diodes": 0,
        "drtPass1Iterations": 23,
        "drc": 0,
        "dr.first_iter.drc_count": 316,
        "route.final.wire_length_um": 12200,
    },
    "yosys": {
        "ys_cells": 531,
        "yosysWarnings": 6,
        "area_leaders": "edfxtp_1 (33%), dfxtp_1 (27%), xnor2_1 (5.5%)",
        "yosys.area.top_type": "edfxtp_1",
        "yosysTopAreaCellShare_pct": 32.8,
        "synth_area_sq_mm": 0.00604,
        "synthArstFlopShare_pct": 0,
        "ys_types": 49,
        "synthTopCellsByCount": "dfxtp_1 (80), edfxtp_1 (66), nor2_1 (65), xnor2_1 (38), xor2_1 (35)",
        "ff_type": "dfxtp_1",
        "synthCells": 531,
        "ys_chip_area_sq_mm": 0.00604,
        "ys.flops": 146,
        "ys_seq_share_pct": 59.4,
        "synth.avg_cell_area_sq_um": 11.4,
        "edf_count": 66,
        "top_cell": "dfxtp_1",
    },
    "clock_tree": {
        "clk_pin_slew_worst_paths_ns": 0.06,
        "clock-sinks": 146,
        "cts-resized-gates": 0,
        "cts.root.buffer_cell": "clkbuf_16",
        "cts_tree": "built",
        "htree_num_levels": 4,
        "postCtsSetupRepairBufs": 0,
        "cts_buffer_depth": 2,
        "cts_buffers": 17,
        "insertion_delay_ns": 0.41,
        "ctsHoldBuffers": 0,
    },
    "critical_path": {
        "worstSetupStartpointType": "primary input",
        "crit_slowest_cell": "clkdlybuf4s50_1",
        "reg2reg_slack_ns": 2.07,
        "crit_family": "buffers and inverters",
        "endpoint_kind": "register",
        "max_stage_delay_ns": 0.73,
        "crit_chain": "clkdlybuf4s50_1 > nand2_1 > nor4_2 > nand2_2 > o41ai_4 > buf_4 > nor2_1",
        "cp_data_arrival_time_ns": 3.11,
        "worst-setup-path-type": "primary input to register",
        "crit_buf_inv": 2,
        "critPathRequiredTime_ns": 4.48,
        "crit_fanout": 32,
    },
    "floorplan": {
        "fp.dieArea_sq_mm": 0.0156,
        "num_io_pins": 94,
        "coreArea_sq_mm": 0.0146,
        "die_h_um": 125,
        "rows": 44,
        "die_x_um": 125,
        "fp_util_pct": 41.2,
    },
    "final_layout": {
        "final_core_util_pct": 50.8,
        "drive_gt1_share_pct": 11.7,
        "syn2layout_area_growth_pct": 23.2,
        "seqCellArea_sq_mm": 0.00358,
        "comb_area_sq_mm": 0.00229,
        "fill_cells": 1215,
    },
    "global_route": {
        "grt_use_total_pct": 17.6,
        "antenna_found_initial": 0,
        "grt_pass1_vias": 4100,
        "grt_pass1_wl_um": 20700,
        "grt_overflow_total": 0,
        "grt_max_degree": 59,
    },
    "run_status": {
        "status": "complete, no violations",
    },
    "pwr": {
        "power_frac_comb_pct": 6.7,
        "finalPower_w": 0.00330,
        "p_seq_share_pct": 46.8,
        "p_leak_nw": 2.57,
        "vdd_drop_max_uv": 298,
        "clock_power_share_pct": 46.6,
        "swShare_pct": 20.8,
        "power.density_mw_per_mm2": 444,
        "p_sw_w": 0.000687,
        "p_int_w": 0.00262,
    },
    "timing": {
        "worst_pin_slew_ns": 0.784,
        "hold_viol": 0,
        "worst_clock_skew_ns": 0.0101,
        "setup-tns-final_ns": 0,
        "setup_viol": 0,
        "worst_slack_ns": 1.37,
        "fin_crit_ns": 2.83,
        "post-route-period-util_pct": 67.3,
        "max_freq_mhz": 354,
        "slew_viol_final": 0,
        "timing.hold.ws_ns": 0.460,
        "rsz0062_at_grt": "false",
        "slew_headroom_pct": 46.4,
    },
    "run": {
        "maxCapViolCount": 0,
        "warnings": 54,
    },
    "min_path": {
        "holdCritPathClass": "register to register",
    },
}
==> power groups by stage <==
stage | registers [W] | clock network, W | logic [W]
CTS | 0.00155 | 0.00157 | 0.000222
global route | 0.00155 | 0.00163 | 0.000244
finish | 0.00155 | 0.00154 | 0.000220
==> placed cells by master, fill, tap and decap left out, types with 3 or more instances in the layout <==
cell,instances
nor4_1,12
nor4_2,4
and3_1,4
bufinv_16,3
edfxtp_1,66
a22o_1,9
nor3_1,18
xnor2_1,38
dfxtp_1,80
a222oi_1,3
clkbuf_16,17
clkbuf_1,3
nand2_1,29
clkdlybuf4s50_1,64
nor2_2,30
o21a_1,4
xor2_1,35
nand3_1,25
nand4_1,13
clkbuf_8,3
inv_1,19
and2_1,4
nor2_1,65
and4_1,5
a221oi_1,6
nor2b_1,9
nand2b_1,3
a22oi_1,5
==> cell families (layout without fill, tap and decap cells) <==
kind of cell,count (synthesis),after routing,share of synthesized area (%)
fa+ha+maj,2,2,0.414
compound gates,46,46,6.61
simple gates,230,230,20.2
flops,146,146,59.4
xor+xnor,73,73,10.6
buf+inv,33,117,2.74
other cells,1,1,0.0621
==> per-stage QoR <==
step	instance area (sq um)	cells
3_3_place_gp	6830	767
3_5_place_dp	6830	767
2_1_floorplan	6040	531
4_1_cts	7440	799
5_1_grt	7440	799
6_report	7440	799
==> layer usage <==
layer  up-vias  part of all wire [%]  global-route usage [%]
li1       2030                     -                       -
met3        26                    10                    7.01
met5         -                     0                       0
met1      1897                    45                    26.3
met4         0                   2.1                    2.73
met2       152                    43                    25.9
==> final cells by class <==
type,instances,share of cell area [%]
inverters,19,0.959
well taps,184,3.09
clock buffers,24,6.53
repair buffers,66,8.81
multi-input cells,352,30.8
flip-flops and latches,146,48.2
clock inverters,8,1.68
==> worst reg2reg max path: cells and delay by family (launching register included) <==
kind / cells / cell delay (ns)
AOI/OAI and AO/OA: 1 / 0.07
xor gates and xnor gates: 1 / 0.38
DFF: 1 / 0.35
and+or+nand+nor: 3 / 1.02
==> registers in the layout, summed over array words and instances (netlist names) <==
register,flops
keyboard.kbd_data_out,4
data_out,5
old_ioctl_download,1
tape_data_out,1
keyboard.keyB,19
keyboard.keyA,39
old_ioctl_addr,25
read_counter,1
audio,1
keyboard.old_state,1
ioctl_wait,1
old_read_addr,16
timeout,32
==> final timing paths <==
kind,startpoint,endpoint,depth (start not counted)
min reg2reg,timeout[0]$_DFF_P_,timeout[0]$_DFF_P_,1
max reg2reg,keyboard.old_state$_DFF_P_,keyboard.keyB[1][1]$_DFFE_PP_,5
min,timeout[0]$_DFF_P_,timeout[0]$_DFF_P_,1
max,addr[0],timeout[2]$_DFF_P_,7
No activity file was given, so power comes from the tool's default toggle rates.
